### design/flow/config.mk
export PLATFORM = sky130hd
export DESIGN_NAME = vga_controller
export DESIGN_NICKNAME = vga_controller
export VERILOG_FILES = /design/flow/design.v
export SDC_FILE = /design/flow/constraint.sdc
export NUM_CORES = 4
export LEC_CHECK = 1
export CORE_UTILIZATION = 50
### design/flow/constraint.sdc
current_design vga_controller

set clk_period 2.6
set clk_io_pct 0.2

create_clock -name clk0 -period $clk_period [get_ports {clk_100MHz}]

set non_clock_inputs [all_inputs -no_clocks]
set_input_delay [expr $clk_period * $clk_io_pct] -clock clk0 $non_clock_inputs
set_output_delay [expr $clk_period * $clk_io_pct] -clock clk0 [all_outputs]
### design/flow/design.v
`timescale 1ns / 1ps
module vga_controller(
    input clk_100MHz,    
    input reset,         
    output video_on,     
    output hsync,        
    output vsync,        
    output p_tick,       
    output [9:0] x,      
    output [9:0] y       
    );
    parameter HD = 640;              
    parameter HF = 48;               
    parameter HB = 16;               
    parameter HR = 96;               
    parameter HMAX = HD+HF+HB+HR-1;  
    parameter VD = 480;              
    parameter VF = 10;               
    parameter VB = 33;               
    parameter VR = 2;                
    parameter VMAX = VD+VF+VB+VR-1;  
	reg  [1:0] r_25MHz;
	wire w_25MHz;
	always @(posedge clk_100MHz or posedge reset)
		if(reset)
		  r_25MHz <= 0;
		else
		  r_25MHz <= r_25MHz + 1;
	assign w_25MHz = (r_25MHz == 0) ? 1 : 0;  
    reg [9:0] h_count_reg, h_count_next;
    reg [9:0] v_count_reg, v_count_next;
    reg v_sync_reg, h_sync_reg;
    wire v_sync_next, h_sync_next;
    always @(posedge clk_100MHz or posedge reset)
        if(reset) begin
            v_count_reg <= 0;
            h_count_reg <= 0;
            v_sync_reg  <= 1'b0;
            h_sync_reg  <= 1'b0;
        end
        else begin
            v_count_reg <= v_count_next;
            h_count_reg <= h_count_next;
            v_sync_reg  <= v_sync_next;
            h_sync_reg  <= h_sync_next;
        end
    always @(posedge w_25MHz or posedge reset)       
        if(reset)
            h_count_next = 0;
        else
            if(h_count_reg == HMAX)                  
                h_count_next = 0;
            else
                h_count_next = h_count_reg + 1;         
    always @(posedge w_25MHz or posedge reset)
        if(reset)
            v_count_next = 0;
        else
            if(h_count_reg == HMAX)                  
                if((v_count_reg == VMAX))            
                    v_count_next = 0;
                else
                    v_count_next = v_count_reg + 1;
    assign h_sync_next = (h_count_reg >= (HD+HB) && h_count_reg <= (HD+HB+HR-1));
    assign v_sync_next = (v_count_reg >= (VD+VB) && v_count_reg <= (VD+VB+VR-1));
    assign video_on = (h_count_reg < HD) && (v_count_reg < VD);  
    assign hsync  = h_sync_reg;
    assign vsync  = v_sync_reg;
    assign x      = h_count_reg;
    assign y      = v_count_reg;
    assign p_tick = w_25MHz;
endmodule
### design/flow/run.sh
#!/bin/bash
# OpenROAD 26Q1-2900-gdf79404cd8, Yosys 0.63+post, stock flow scripts
make -C /OpenROAD-flow-scripts/flow DESIGN_CONFIG=/design/flow/config.mk WORK_HOME=/design/flow/orfs finish
==> results.env <==
RUN_STATUS='finished, final reports clean'
FIRST_GLOBAL_VIAS=1148
FINAL-HOLD-VIOLATION-COUNT=0
YOSYS.STAT.CHIPAREA_UM2=1890
YOSYSWARNINGS=1
TOP_ACHIEVABLE_CLOCK_SPEED_MHz=478
CTS_BUF_COUNT=3
GRT_MAX_DEGREE=45
WORSTSETUPPATHTYPE='reg2out'
SYNTH-EDFF-COUNT=0
CLOCK_INSERTION_DELAY_WORST_SKEW_PS=270
FINAL_MIN_PERIOD_OVER_CLOCK_PERIOD=0.805
RSZ0062_AT_GRT='false'
CHIPWIDTH_UM=63.4
NUMPORTBUFFERS=25
COUNT_OF_UNCLOCKED_REGISTER_OR_LATCH_PINS=20
ROOT_BUFFER='sky130_fd_sc_hd__clkbuf_8'
DIE_H_UM=63.4
DIODE_INSERTION_COUNT_FOR_ANTENNA_REPAIR=0
SYNTH.YOSYS.SEQ_AREA_SHARE=0.584
GRT_USE_MET2=0.247
SYN_AVG_CELL_AREA_UM2=12.0
IRDROPWORSTVDD_V=0.000169
SETUP_VIOL=0
INITIALDRTVIOLATIONCOUNT=85
DR_TOTAL_VIAS=1211
RELSLEWSLACK=0.649
FLOORPLAN.DIE_AREA_UM2=4020
POWER_REPORT.INTERNAL_TOTAL_mW=0.510
POSTSYNTH.ASYNCRESETSHARE=1.00
NUMBER_OF_VIAS_PER_CELL=5.29
TOOL_WARNINGS=32
POST-CTS-SETUP-BUFFERS=0
DETAILEDROUTE.FIRSTPASSITERATIONCOUNT=4
FINALWIRELENGTH_MM=3.06
SYNTH.LARGEST_AREA_CELL='sky130_fd_sc_hd__dfrtp_1'
SYNTH_CELLS=157
NUMBER_OF_STORAGE_ELEMENTS_IN_THE_SYNTHESIS_NETLIST=44
YS_TOP_CELLS_BY_COUNT='sky130_fd_sc_hd__dfrtp_1 (44), sky130_fd_sc_hd__nand2_1 (18), sky130_fd_sc_hd__nand3_1 (9)'
TIMING.FINAL.CRIT_PERIOD_PS=2090
CTS-HTREE-LEVELS=1
FINAL.SETUP.TNS_PS=0
GRT_UTIL_ALL_LAYERS=0.180
POWER.SEQUENTIAL.FRACTION=0.579
MET1_USAGE=0.338
FINALMAXSLEWVIOLATIONS=0
TRITONCTS='built'
DRT_DRC_VIOLATIONS_LEFT=0
SYN_AREA_UM2=1890
MOST_COMMON_CELL='sky130_fd_sc_hd__dfrtp_1'
UNTIMED_ENDPOINTS=40
CP_DATA_ARRIVAL_TIME_PS=1570
CLK_PATH_BUF_DEPTH=2
GRT-OVFL-TOTAL=0
GRT_FIRST_PASS_WIRELENGTH_MM=5.42
NETLIST_TOP_CELLS_AREA='sky130_fd_sc_hd__dfrtp_1 (58%), sky130_fd_sc_hd__ha_1 (5.3%), sky130_fd_sc_hd__xnor2_1 (3.7%), sky130_fd_sc_hd__nand2_1 (3.6%), sky130_fd_sc_hd__nand3_1 (2.4%)'
YOSYSTOPAREACELLSHARE=0.584
PLACE_CONGESTION=0.851
SYNTHDISTINCTLIBCELLS=37
DP_HPWL_MM=2.14
HOLD_WS_PS=412
SETUP.WORST_PATH.END_CLASS='output port'
DRV_CAP=0
STD_CELL_ROWS=21
CRIT_REQUIRED_PS=2080
NUMBER_OF_HOLD_BUFFERS_ADDED_AFTER_CTS=0
P_SW_FRAC=0.207
P_LEAK_nW=0.958
HOLD_CLASS='reg2reg'
TOTAL_SWITCHING_POWER_mW=0.133
COMB_POWER_SHARE=0.023
INITIAL_UTILIZATION=0.544
FINALCLOCKSKEW_PS=1.22
LAYOUT-DRIVE-GT1-SHARE=0.109
P_CLK_FRAC=0.398
DESIGN.PORTCOUNT=26
GROUTE.LAYER.MET3.USAGE=0.0184
TIMING_WORST_SLEW_PIN_VALUE_PS=527
CORE-AREA_UM2=3470
CRIT_PATH_MAX_FANOUT=8
ANTENNA_FOUND_INITIAL=0
LAYER_WITH_THE_HIGHEST_USAGE_AFTER_GLOBAL_ROUTING='met1'
POST_CTS.RESIZED_INSTANCES=0
STARTPOINT_TYPE='flop'
DRT-WIRELENGTH-PER-CELL_UM=13.4
YS_CELLS=157
POWER_PER_CELL_AREA_nW_PER_UM2=290
YS_DOMINANT_REG_CELL='sky130_fd_sc_hd__dfrtp_1'
ROUTE.ANTENNA.REMAINING_NETS=0
SYNTHTOLAYOUTAREAGROWTH_PCT=17.4
CLK_TRANSITION_REPORTED_PATHS_PS=90
-- per-stage QoR --
step	power, mW	setup slack [ps]	cells	util	instance area (µm²)
final	0.643	507	229	0.639	2210
after detailed placement	0.396	786	225	0.623	2160
after floorplan	0.390	1050	157	-	1890
after global placement	0.396	808	225	0.623	2160
after global routing	0.677	386	229	0.639	2210
after CTS	0.656	478	229	0.639	2210
-- power groups by stage --
stage / registers (mW) / logic, mW / clock network (mW)
after CTS: 0.373 / 0.0162 / 0.267
after global routing: 0.373 / 0.0181 / 0.287
final: 0.373 / 0.0149 / 0.256
-- cell usage in the layout (no fill, tap or decap), drive strengths merged, types with 2 or more instances in the layout --
master / count
o21ai: 10
buf: 2
nand2: 19
clkdlybuf4s50: 25
nand3: 10
and3: 3
ha: 8
nand4: 6
xnor2: 8
inv: 8
and2: 3
nor3: 3
nor4: 2
dfrtp: 44
a21oi: 2
nor2: 7
clkbuf: 4
nand2b: 3
and4: 2
xor2: 4
a311oi: 2
-- final cells by class --
| class | instances | area (µm²) |
|---|---|---|
| fill | 275 | 1250 |
| inverter | 8 | 30.0 |
| tap | 46 | 57.6 |
| multi-input combinational | 100 | 706 |
| timing repair buffer | 27 | 265 |
| sequential | 44 | 1100 |
| clock buffer | 4 | 55.1 |
-- routing by layer --
metal	up-vias	routed length, µm
li1	584	-
met1	602	1600
met2	23	1360
met3	2	84
met4	0	22
met5	-	0
-- logic make-up after synthesis --
logic type,Yosys count,synth area share
compound gates,17,0.0623
xor+xnor,12,0.0557
fa+ha+maj,8,0.0531
buf+inv,13,0.0424
flops,44,0.584
simple gates,63,0.203
-- worst max-delay path, cell delays in order, from the launching register on --
cell,delay (ps)
sky130_fd_sc_hd__dfrtp_1,490
sky130_fd_sc_hd__o21ai_0,210
sky130_fd_sc_hd__nand2_1,60
sky130_fd_sc_hd__nor2_1,90
sky130_fd_sc_hd__clkdlybuf4s50_1,460
-- worst paths after layout --
path                                           from                        to  slack [ps]  depth (start not counted)
min reg2reg                    r_25MHz[0]$_DFF_PP0_      r_25MHz[0]$_DFF_PP0_         410                          1
min in group asynchronous                     reset  v_count_reg[2]$_DFF_PP0_         680                          3
min                            r_25MHz[0]$_DFF_PP0_      r_25MHz[0]$_DFF_PP0_         410                          1
max reg2reg                v_count_reg[0]$_DFF_PP0_      v_sync_reg$_DFF_PP0_        1390                          5
max in group asynchronous                     reset  h_count_reg[6]$_DFF_PP0_        1560                          3
max                        h_count_reg[7]$_DFF_PP0_                  video_on         510                          4
Power and IR drop assume default switching activity.
